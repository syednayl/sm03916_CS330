`/design/flow/constraint.sdc`:
```
current_design registerFile

set clk_period 18.0
set clk_io_pct 0.2

create_clock -name clk0 -period $clk_period [get_ports {clk}]

set non_clock_inputs [all_inputs -no_clocks]
set_input_delay [expr $clk_period * $clk_io_pct] -clock clk0 $non_clock_inputs
set_output_delay [expr $clk_period * $clk_io_pct] -clock clk0 [all_outputs]
```
`/design/flow/design.v`:
```
module registerFile
(
input clk,
input reset,
input [4:0] RS1,
input [4:0] RS2,
input [4:0] RD,
input RegWrite,
input [63:0] WriteData,
output reg [63:0] ReadData1,
output reg [63:0] ReadData2,
);
  reg [63:0] Registers [31:0];
  initial 
    begin
      Registers[0] <= 64'd0;
      Registers[1] <= 64'd1;
      Registers[2] <= 64'd2;
      Registers[3] <= 64'd3;
      Registers[4] <= 64'd4;
      Registers[5] <= 64'd5;
      Registers[6] <= 64'd6;
      Registers[7] <= 64'd7;
      Registers[8] <= 64'd8;
      Registers[9] <= 64'd9;
      Registers[10] <= 64'd10;
      Registers[11] <= 64'd11;
      Registers[12] <= 64'd31;
      Registers[13] <= 64'd12;
      Registers[14] <= 64'd13;
      Registers[15] <= 64'd14;
      Registers[16] <= 64'd15;
      Registers[17] <= 64'd16;
      Registers[18] <= 64'd17;
      Registers[19] <= 64'd18;
      Registers[20] <= 64'd19;
      Registers[21] <= 64'd20;
      Registers[22] <= 64'd21;
      Registers[23] <= 64'd22;
      Registers[24] <= 64'd23;
      Registers[25] <= 64'd24;
      Registers[26] <= 64'd25;
      Registers[27] <= 64'd26;
      Registers[28] <= 64'd27;
      Registers[29] <= 64'd28;
      Registers[30] <= 64'd29;
      Registers[31] <= 64'd30;
    end
  always @ (posedge clk) 
  begin 
  if ( RegWrite == 1 )
    Registers[RD] = WriteData;
  end 
  assign ReadData1 = reset?0:Registers[RS1];
  assign ReadData2 = reset?0:Registers[RS2];
endmodule
```
`/design/flow/run.sh`:
```
#!/bin/bash
# OpenROAD 26Q1-2900-gdf79404cd8, Yosys 0.63+post, stock flow scripts
make -C /OpenROAD-flow-scripts/flow DESIGN_CONFIG=/design/flow/config.mk WORK_HOME=/design/flow/orfs finish
```
`/design/flow/config.mk`:
```
export PLATFORM = sky130hd
export DESIGN_NAME = registerFile
export DESIGN_NICKNAME = registerFile
export VERILOG_FILES = /design/flow/design.v
export SDC_FILE = /design/flow/constraint.sdc
export NUM_CORES = 4
export LEC_CHECK = 1
export CORE_UTILIZATION = 30
```
==> metrics.log <==
[flow] collecting metrics
[metrics] Die X: 562.8 microns
[metrics] commonest register cell after synthesis: sky130_fd_sc_hd__edfxtp_1
[metrics] combinational cell area excluding buffers and inverters: ~0.031 sq mm
[metrics] number of antenna violations at the first check in global routing: 15
[metrics] max_cap viols: 0
[metrics] placed cell count: approximately 9000
[metrics] worst path arrival time: 8.47 ns
[metrics] count of routing violations after the opening detailed-route iteration: 3487
[metrics] Clock H-tree levels: 4
[metrics] Setup Buffers After CTS: 0
[metrics] CTS tree: done
[metrics] quantity of gates resized following cts: 0
[metrics] Routed wire per std cell: 34.17 microns
[metrics] Synth Seq Share: 65.18%
[metrics] Port Buffer Count: 209
[metrics] normalized max-slew margin: 20.12%
[metrics] registers with the most flip-flops: Registers: 2048 flops
[metrics] GRT overflow: 0
[metrics] cell total in the yosys stat output: 4629
[metrics] number of synthesized flops with an enable pin: 2048
[metrics] total negative slack: 0 ns
[metrics] Yosys reg bits: between 2000 and 2500
[metrics] fraction of final layout cells with drive strength greater than 1: 34.95%
[metrics] starting density of the core: 30.20%
[metrics] filler cell count: 28580
[metrics] count of placed standard cells in the final layout, fillers left out: 9350
[metrics] Unique masters post-synth: 56
[metrics] HPWL after DPL: 190200 microns
[metrics] Hold Vio Cnt, Final: 0
[metrics] fraction of synthesis flops using an asynchronous set or reset pin: 0%
[metrics] Largest register FFs: 2048
[metrics] clk sinks: 2048
[metrics] I/O pin count: 210
[metrics] critical path launch point type: primary input
[metrics] cell depth of the worst min-delay path: 2
[metrics] CP Capture Type: output port
[metrics] Total GRT Usage: 21.74%
[metrics] RSZ-0062 raised after global routing: no
[metrics] Reg clk slew, reported paths: 0.06 ns
[metrics] Worst EP required: 14.40 ns
[metrics] largest reg by FF count: Registers
[metrics] Util after Layout: 34.95%
[metrics] placement row count: 205
[metrics] summed standard-cell area reported by yosys: 0.09435 sq mm
[metrics] vias in the first global route: 59480
[metrics] largest fanout on the critical path: 45
[metrics] Initial DRT Pass Iterations: 8
[metrics] layout-stage area growth over the synthesis result: 15.73%
[metrics] post-synth design cell area: 0.09435 sq mm
[metrics] setup violators final: 0
[metrics] power density cells: about 96 mW/mm^2
[metrics] clock buffer count from CTS: 208
[metrics] worst hold margin: 3.555 ns
[metrics] Vias per Instance: 5.680
[metrics] share of the cycle needed by the critical path after routing: 67.08%
[metrics] cell area after placement: ~0.1 sq mm
[metrics] Routed Antenna Nets: 0
[metrics] DRC errors left: 0
[metrics] result of the run: complete, no violations
[metrics] final critical-path required period: between 10 and 15 ns
[metrics] final std cell area, no fill: 0.1092 sq mm
[metrics] mean instance size in the synthesized netlist: 20.38 sq um
[metrics] die y size: 562.8 microns
[metrics] static leakage: 0.03385 uW
[metrics] wire length of the first global-routing pass: 446900 microns
[metrics] maximum clock insertion buffer count: 3
[metrics] timing-limited maximum frequency: 82.82 MHz
[metrics] tool warning count: 26
[metrics] number of cells produced by synthesis: about 4600
[metrics] root buffer cell: sky130_fd_sc_hd__clkbuf_16
[metrics] Core ar.: around 0.31 sq mm
[metrics] post-cts hold-fix buffer tally: 0
[metrics] transition at the pin with the smallest max-transition slack: 1.183 ns
[metrics] number of slew-limit violations in the final report: 0
[metrics] highest ir drop seen on vdd: about 110 uV
[metrics] Total Die Area: 0.3168 sq mm
[metrics] warnings from Yosys: 3
[metrics] pin count of the biggest net entering global routing: 93
[metrics] detailed-route wire length: 319500 microns
[metrics] Vias: 53110
[metrics] sequential cell area in the final layout: 0.06150 sq mm
[metrics] class of the worst hold path: in2reg
[metrics] CP Class: in2out
[metrics] Final GP Congestion: a little under 0.9
-- worst paths after layout --
path,from,end,slack (ns)
setup / recovery,RS1[0],ReadData1[1],5.93
hold / removal,WriteData[33],Registers[19][33],3.56
-- area by class of cell --
cell class	instances	share of cell area [%]
Tap cell	4140	4.744
Clock buffer	248	4.924
Sequential cell	2048	56.32
Multi-Input combinational cell	2214	28.52
Inverter	5	0.01719
Clock inverter	136	1.094
Antenna cell	5	0.01146
Timing Repair Buffer	554	4.368
-- cell families (layout without fill, tap and decap cells) --
| kind of cell | after synthesis | in the layout | synth area share, % |
|---|---|---|---|
| DFF | 2048 | 2048 | 65.18 |
| muxes | 1325 | 1325 | 26.71 |
| AOI/OAI and AO/OA | 465 | 465 | 3.538 |
| and+or+nand+nor | 424 | 424 | 2.354 |
| buffers and inverters | 367 | 943 | 2.221 |
| other | 0 | 5 | 0 |
-- synth_stat cells (all sizes together) (2+ instances only) --
cell / n / area (sq um)
o211a: 7 / 70.07
clkbuf: 136 / 510.5
and3: 4 / 25.02
a21o: 4 / 30.03
o2111a: 4 / 45.04
nand4: 18 / 112.6
nor4: 84 / 525.5
a221o: 7 / 70.07
and3b: 3 / 26.28
a211oi: 42 / 315.3
mux4: 937 / 21100
edfxtp: 2048 / 61500
o21ai: 23 / 115.1
mux2i: 218 / 2182
o31ai: 5 / 37.54
a22o: 18 / 157.7
or3b: 5 / 43.79
nand2b: 11 / 68.82
o22a: 5 / 43.79
o22ai: 195 / 1220
or2: 6 / 37.54
nand3: 13 / 65.06
or3: 3 / 18.77
nor4b: 9 / 78.83
nor3b: 3 / 22.52
a2bb2oi: 5 / 43.79
mux2: 170 / 1914
nand2: 90 / 337.8
a221oi: 18 / 157.7
a311o: 2 / 20.02
o221ai: 9 / 78.83
o2bb2ai: 2 / 17.52
and2: 11 / 68.82
a2111oi: 10 / 132.6
nor4bb: 2 / 20.02
nand3b: 7 / 52.55
inv: 4 / 15.01
a22oi: 92 / 690.7
a21oi: 14 / 70.07
nor3: 17 / 85.08
buf: 226 / 1567
nor2: 93 / 349.1
nor2b: 44 / 275.3
-- per-stage QoR --
step,setup WS (ns),power (uW)
3_5_place_dp,5.523,6381
4_1_cts,5.525,10560
3_3_place_gp,5.448,6376
5_1_grt,5.479,10790
6_report,5.926,10500
2_1_floorplan,9.245,5950
-- per-layer routing --
metal / GRT usage, % / vias up / routed length, microns
met5: 1.401 / - / 454
met4: 7.209 / 21 / 13800
met3: 19.22 / 684 / 63550
met2: 32.84 / 4337 / 150900
met1: 21.10 / 26920 / 90810
li1: - / 21150 / -
-- cell usage in the layout (no fill, tap or decap), types with 8 or more instances in the layout --
master                            netlist  layout
sky130_fd_sc_hd__clkdlybuf4s50_1        0     198
sky130_fd_sc_hd__a22oi_1               92      92
sky130_fd_sc_hd__o21ai_1                9       9
sky130_fd_sc_hd__mux4_2               937     937
sky130_fd_sc_hd__nor4b_1                9       8
sky130_fd_sc_hd__nor2_1                93      58
sky130_fd_sc_hd__o21ai_0               14      14
sky130_fd_sc_hd__nand4_1               18      18
sky130_fd_sc_hd__a211oi_1              42      41
sky130_fd_sc_hd__clkbuf_16              0     209
sky130_fd_sc_hd__nand2_1               90      87
sky130_fd_sc_hd__a22o_1                18      18
sky130_fd_sc_hd__buf_4                 62     340
sky130_fd_sc_hd__clkinv_2               0      37
sky130_fd_sc_hd__nor3_1                17      13
sky130_fd_sc_hd__nor2b_1               44      41
sky130_fd_sc_hd__a21oi_1               14      14
sky130_fd_sc_hd__o221ai_1               9       9
sky130_fd_sc_hd__nor4_2                 0       9
sky130_fd_sc_hd__clkbuf_1             136      39
sky130_fd_sc_hd__nand3_1               13      13
sky130_fd_sc_hd__mux2_2               170     170
sky130_fd_sc_hd__nand2b_1              11      11
sky130_fd_sc_hd__a221oi_1              18      18
sky130_fd_sc_hd__and2_1                11      11
sky130_fd_sc_hd__bufinv_16              0      16
sky130_fd_sc_hd__mux2i_1              218     218
sky130_fd_sc_hd__nor4_1                84      75
sky130_fd_sc_hd__edfxtp_1            2048    2048
sky130_fd_sc_hd__clkinv_1               1      63
sky130_fd_sc_hd__nor2_4                 0      34
sky130_fd_sc_hd__o22ai_1              195     195
-- power breakdown --
| group | total, uW | switching, uW | internal, uW |
|---|---|---|---|
| registers | 5330 | 22.4 | 5310 |
| logic | 948 | 539 | 409 |
| clock network | 4220 | 1860 | 2360 |
-- critical path, cell delays in order --
cell	delay (ns)
sky130_fd_sc_hd__buf_8	0.40
sky130_fd_sc_hd__buf_4	0.53
sky130_fd_sc_hd__buf_4	0.64
sky130_fd_sc_hd__buf_4	0.63
sky130_fd_sc_hd__buf_4	0.54
sky130_fd_sc_hd__mux4_2	0.32
sky130_fd_sc_hd__mux2_2	0.15
sky130_fd_sc_hd__o21ai_1	0.06
sky130_fd_sc_hd__nor4_1	0.79
sky130_fd_sc_hd__buf_4	0.24
sky130_fd_sc_hd__clkdlybuf4s50_1	0.46
Power and IR drop assume default switching activity.
