$ cat design/flow/config.mk
export PLATFORM = sky130hd
export DESIGN_NAME = clock_divider
export DESIGN_NICKNAME = clock_divider
export VERILOG_FILES = /design/flow/design.v
export SDC_FILE = /design/flow/constraint.sdc
export NUM_CORES = 4
export LEC_CHECK = 1
export CORE_UTILIZATION = 40
$ cat design/flow/constraint.sdc
current_design clock_divider

set clk_period 6.9
set clk_io_pct 0.2

create_clock -name clk0 -period $clk_period [get_ports {clock_n}]

set non_clock_inputs [all_inputs -no_clocks]
set_input_delay [expr $clk_period * $clk_io_pct] -clock clk0 $non_clock_inputs
set_output_delay [expr $clk_period * $clk_io_pct] -clock clk0 [all_outputs]
$ cat design/flow/design.v
module clock_divider
(
	input clock_n,reset_p,
	output reg div_clk
);
parameter max_count = 40000000;
reg [31:0] counter;
always @(posedge reset_p or negedge clock_n)
begin 
	if (reset_p)
		begin
		div_clk <= 0;
		counter <= 0;
		end
	else 
	begin
		if(counter == max_count)
			begin
			div_clk <= ~div_clk;
			counter <= 0;
			end
		else
			counter <= counter +1;
	end
end
endmodule
$ cat design/flow/run.sh
#!/bin/bash
# OpenROAD 26Q1-2900-gdf79404cd8, Yosys 0.63+post, stock flow scripts
make -C /OpenROAD-flow-scripts/flow DESIGN_CONFIG=/design/flow/config.mk WORK_HOME=/design/flow/orfs finish
==> flow_metrics.tcl <==
# place-and-route summary
set metrics [dict create \
    outcome "finished clean" \
    slew_headroom 0.6259 \
    slew_viol_final 0 \
    synth_flop_count 33 \
    post_drt_wl_per_cell_um 14.05 \
    report.final.hold_viol_count 0 \
    grt_setup_unrepaired "no" \
    synth_top_area_share 0.4922 \
    timing.critical_path.fanout_max 2 \
    post_synth_main_area_contributors "sky130_fd_sc_hd__dfrtn_1 (49%), sky130_fd_sc_hd__xnor2_1 (11%), sky130_fd_sc_hd__nand4_1 (4.1%)" \
    sequentialPowerShare 0.545 \
    grt_start_max_net_pins 34 \
    die.size.x_um 66.77 \
    crit_path_max_incr_delay_ns 0.46 \
    clock-sinks 33 \
    design.portCount 3 \
    yosys_cells 156 \
    r2r-end "counter[28]" \
    cts_max_path_buffers 2 \
    worst_path_max_delay_cell "sky130_fd_sc_hd__clkdlybuf4s50_1" \
    critPathLaunchType "register" \
    power_report.internal_total_mw 0.2856 \
    clock_tree_from_tritoncts "built" \
    insertion_delay_ns 0.29 \
    total_power_mw 0.3572 \
    totalWireLength_mm 3.020 \
    path_cells "clkdlybuf4s50_1" \
    final_core_util 0.4632 \
    grt-ovfl-total 0 \
    cts_setup_buffers 0 \
    post_synth_instance_area_sq_um 1678 \
    post_cts_resized 0 \
    path_clk_slew_ns 0.04 \
    initial_core_util 0.4195 \
    power.switching_mw 0.07161 \
    postSynthSeqShare 0.4922 \
    dr_total_vias 1175 \
    power.share.switching 0.2005 \
    power.density_nw_per_um2 192.8 \
    drive_gt1_frac 0.1152 \
    avgViaCountPerCell 5.465 \
    hold_path_end "counter[0]" \
    worst_ep_required_time_ns 5.52 \
    hpwl_mm 2.055 \
    whs_path_depth 1 \
    regToRegSetupSlack_ns 4.91 \
    wire_length_of_the_first_global_routing_pass_mm 5.430 \
    grt_antenna_before_repair 0 \
    hold_path.class "reg2reg" \
    power.ir.vdd_worst_mv 0.1293 \
    drtIter0Drc 39 \
    end_kind "output pin" \
    drt_pass1_iterations 4 \
    fin_skew_ns 0.004761 \
    areaGrowthSynthToFinish_pct 10.44 \
    synth_cells 156 \
    min-delay-start "counter[0]" \
    r2r_cells 5 \
    combPwrFrac 0.013 \
    synthesis.yosys.warnings 1 \
    grt_usage 0.1696 \
    critical_path.reg2reg.startpoint "counter[0]" \
    setup_viol 0 \
    setup_tns_ns 0 \
    final_antenna_net_count 0 \
    fill_cells 352 \
    floorplan.rows 23 \
    post-place-ws_ns 1.216 \
    dieArea_sq_um 4458 \
    port_buffers 2 \
    critical_path_arrival_ns 4.63 \
    n_antenna_cell 0 \
    relative_contribution_of_the_clock_network_to_total_power 0.443 \
    design.core.area_sq_um 4000 \
    buf_inv_stages_crit_path 1 \
    number_of_cells_on_the_critical_path 1 \
    cap_violations 0 \
    yosys.stat.chipArea_sq_um 1678 \
    ys_types 29 \
    first_global_vias 1161 \
    warning_count 26 \
    pleak_nw 0.8059 \
    root_buffer "sky130_fd_sc_hd__clkbuf_8" \
    worst-setup-path-type "reg2out" \
    cts-buffers-inserted 5 \
    worst-slew-pin-transition_ns 0.5565 \
    drc 0 \
    register_area_sq_um 825.8 \
    gp_congestion 0.8001 \
    chipHeight_um 66.77 \
    clock_tree.htree_level_count 2 \
    syn_avg_cell_area_sq_um 10.76 \
    post-route-worst-setup-slack_ns 0.8932 \
    post_cts_hold_buffer_count 0 \
    yosys.area.top_type "sky130_fd_sc_hd__dfrtn_1" \
    worst_path_dominant_cell_family "buffers and inverters" \
    combGateArea_sq_um 813.3 \
]
==> layout by cell type (no fill, tap or decap), types with 2 or more instances in the layout <==
| cell | n |
|---|---|
| sky130_fd_sc_hd__dfrtn_1 | 33 |
| sky130_fd_sc_hd__xnor2_1 | 21 |
| sky130_fd_sc_hd__nand3_1 | 13 |
| sky130_fd_sc_hd__nand2_1 | 12 |
| sky130_fd_sc_hd__nand4_1 | 11 |
| sky130_fd_sc_hd__nor2_1 | 10 |
| sky130_fd_sc_hd__clkbuf_8 | 7 |
| sky130_fd_sc_hd__inv_1 | 6 |
| sky130_fd_sc_hd__nor3_1 | 5 |
| sky130_fd_sc_hd__o21ai_0 | 5 |
| sky130_fd_sc_hd__mux2i_1 | 5 |
| sky130_fd_sc_hd__and3_1 | 4 |
| sky130_fd_sc_hd__nor4b_1 | 4 |
| sky130_fd_sc_hd__nor4_1 | 4 |
| sky130_fd_sc_hd__xor2_1 | 4 |
| sky130_fd_sc_hd__nand4_2 | 3 |
| sky130_fd_sc_hd__and4_1 | 2 |
| sky130_fd_sc_hd__ha_1 | 2 |
| sky130_fd_sc_hd__clkdlybuf4s50_1 | 2 |
==> worst max path at each step <==
stage	startpoint	end
final	div_clk	div_clk
after global routing	div_clk	div_clk
after CTS	div_clk	div_clk
==> per-layer routing <==
layer	track usage	routed length, um
met1	0.2750	1554
met2	0.2399	1278
met3	0.04514	145
met4	0.03191	42
met5	0	0
==> power by group through the flow <==
stage | Combinational (mW) | Clock (mW) | Sequential, mW
4_1_cts | 0.00490 | 0.162 | 0.195
5_1_grt | 0.00556 | 0.171 | 0.194
6_report | 0.00447 | 0.158 | 0.195
==> sequential cells by signal, summed over array words and instances (netlist names) <==
signal and cells:
div_clk 1, counter 32
==> synth_stat cells (all sizes together) <==
master and number:
and3 4, and4 2, buf 2, dfrtn 33, ha 2, inv 6, mux2i 5, nand2 12
nand3 14, nand4 14, nor2 11, nor2b 1, nor3 6, nor3b 1, nor4 6, nor4b 4
o21ai 5, o221ai 1, o31ai 1, or4 1, xnor2 21, xor2 4
==> cell families after synthesis <==
logic type | Yosys count | synth area share
muxes | 5 | 0.02983
adders and majority gates | 2 | 0.01491
xor gates and xnor gates | 25 | 0.1305
buffers and inverters | 8 | 0.02311
DFF | 33 | 0.4922
AOI/OAI and AO/OA | 7 | 0.02833
and+or+nand+nor | 76 | 0.2811
==> per-stage QoR <==
| stage | cells | hold WS [ns] | area, sq um |
|---|---|---|---|
| floorplan | 156 | 0.3887 | 1678 |
| global placement | 207 | 0.4129 | 1752 |
| detailed placement | 207 | 0.4300 | 1752 |
| CTS | 215 | 0.4295 | 1853 |
| global route | 215 | 0.4589 | 1853 |
| finish | 215 | 0.4270 | 1853 |
==> final cells by class <==
type,instances,share of cell area
flip-flops and latches,33,0.4456
well taps,50,0.03376
repair buffers,3,0.01485
clock inverters,1,0.002701
clock buffers,7,0.05199
inverters,6,0.01215
multi-input cells,115,0.4389
No activity file was given, so power comes from the tool's default toggle rates.
