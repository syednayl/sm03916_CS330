$ cat /design/flow/config.mk
export PLATFORM = sky130hd
export DESIGN_NAME = ALU_1_Bit
export DESIGN_NICKNAME = ALU_1_Bit
export VERILOG_FILES = /design/flow/design.v
export SDC_FILE = /design/flow/constraint.sdc
export NUM_CORES = 4
export LEC_CHECK = 1
export CORE_AREA = 10 10 70 70
export DIE_AREA = 0 0 80 80
$ cat /design/flow/constraint.sdc
current_design ALU_1_Bit

set clk_period 1.0
set clk_io_pct 0.2

create_clock -name clk0 -period $clk_period

set non_clock_inputs [all_inputs -no_clocks]
set_input_delay [expr $clk_period * $clk_io_pct] -clock clk0 $non_clock_inputs
set_output_delay [expr $clk_period * $clk_io_pct] -clock clk0 [all_outputs]
$ cat /design/flow/design.v
module ALU_1_Bit
  (
    input a,
    input b,
    input CarryIn,
    input [3:0] ALUOp,
    output reg Result,
    output reg CarryOut
  );
    wire MUX1;
    wire MUX2;
    assign MUX1 = ALUOp[3]? ~a : a;
    assign MUX2 = ALUOp[2]? ~b : b;
    always @(*)
    begin
      CarryOut = (MUX1 & CarryIn) | (MUX2 & CarryIn) | (MUX1 & MUX2);
      if (ALUOp[1:0] == 2'b00)
        begin
          Result = MUX1 & MUX2;
        end
      else if (ALUOp[1:0] == 2'b01)
        begin
          Result = MUX1 | MUX2;
        end
      else if (ALUOp[1:0] == 2'b10)
        begin
          Result = (MUX1 & ~MUX2 & ~CarryIn) | (~MUX1 & MUX2 & ~CarryIn) | (~MUX1 & ~MUX2 & CarryIn) | (MUX1 & MUX2 & CarryIn);
        end
    end
endmodule
$ cat /design/flow/run.sh
#!/bin/bash
# OpenROAD 26Q1-2900-gdf79404cd8, Yosys 0.63+post, stock flow scripts
make -C /OpenROAD-flow-scripts/flow DESIGN_CONFIG=/design/flow/config.mk WORK_HOME=/design/flow/orfs finish
==> reports/metrics.yaml <==
status: "finished with violations"
failed_checks: "negative setup slack"
setup_ws_ns: -0.281
cp-startpoint: "b"
p_sw_share_pct: 35.1
die_h_um: 80
path_cells: "buf_6 > xor2_2 > and2_1 > or2_1 > nor2b_1 > buf_2"
untimed_endpoints: 2
syn_area_per_cell_um2: 7.61
max_slew_margin_pct: 83.6
critPathCaptureType: "output port"
largest_reg_flops: 1
p_per_area_nw_per_um2: 390
first_iter_violations: 2
slowest_stage: "or2_1"
vias_per_cell: 1.73
remaining_drc_errors: 0
yosysWarnings: 1
internal_power_uw: 66.5
power_uw: 102
overflow: 0
tightest_slew_ns: 0.245
coreArea_um2: 3420
cpPeakStageDelay_ns: 0.22
finalClockPeriodUsage_pct: 128
grt_first_pass_wirelength_um: 655
post-route-util_pct: 7.69
rsz0062_at_grt: "true"
yosys_area_um2: 91.3
worstSetupStartpointType: "input pin"
syn_area_um2: 91.3
worstPathRequired_ns: 0.80
die-area_um2: 6400
slew_violations: 0
leakagePower_nw: 0.0924
chipWidth_um: 80
hold_viol: 0
yosys-stat-cells: 12
ant_nets: 0
vias: 121
first_global_vias: 149
setup_violations: 1
grt_util_all_layers_pct: 1.27
hold_path_class: "in -> out"
p_seq_share_pct: 4.6
ios: 9
cp.depth: 6
ys_types: 10
area_growth_pct: 188
finalWirelength_um: 412
cp.arrival_ns: 1.08
cap_violations: 0
ys.flops: 1
holdPathStages: 6
placementRows: 21
path_class: "in -> out"
syn_inst: 12
drive_gt1_share_pct: 41.7
p_clk_share_pct: 0
worst_hold_slack_ns: 0.943
diodes: 0
antenna_found_initial: 0
worst-path-buf-inv: 2
grt_max_degree: 4
ir_drop_mv: 0.0743
p_comb_share_pct: 95.4
wl_per_cell_um: 5.89
unclocked_regs: 1
first_pass_iters: 2
warnings: 35
min_from: "b"
place.gp.congestion: 0.646
max_clock_freq_mhz: 781
netSwitchingPower_uw: 36.0
finalCriticalPeriod_ns: 1.28
portBuffers: 9
initCoreUtil_pct: 2.67
crit_fanout: 2
critical-path-top-delay-family: "simple AND/OR/NAND/NOR gates"
[routing by layer]
metal,share of wire (%),routed length [um],GRT usage (%)
met5,0,0,0
met4,0,0,0
met1,47,194,1.40
met2,42,173,2.25
met3,11,44,0.682
[stage by stage]
step / instances / setup TNS [ns] / instance area (um2) / setup WS (ns)
5_1_grt: 70 / -0.320 / 263 / -0.320
6_report: 70 / -0.281 / 263 / -0.281
3_3_place_gp: 69 / -0.957 / 262 / -0.957
4_1_cts: 70 / -0.309 / 263 / -0.309
3_5_place_dp: 69 / -0.999 / 262 / -0.999
2_1_floorplan: 12 / -0.0385 / 98.8 / -0.0385
[power groups by stage]
| stage | clock network [mW] | registers [mW] | logic, mW |
|---|---|---|---|
| final | 0 | 0.00468 | 0.0977 |
| after CTS | 0 | 0.00468 | 0.0999 |
| after global routing | 0 | 0.00472 | 0.109 |
[cell usage after synthesis]
cell / number / area share, %
o21ai_0: 1 / 5.5
or2_1: 1 / 6.9
dlxtn_1: 1 / 16
maj3_1: 1 / 11
xor2_1: 2 / 19
and2_1: 2 / 14
o32ai_1: 1 / 9.6
a31oi_1: 1 / 6.9
nor2b_1: 1 / 6.9
nor2_1: 1 / 4.1
[what timing repair did]
| item | in CTS | in global routing |
|---|---|---|
| setup endpoints to repair | 1 | 1 |
| hold buffers | 0 | 0 |
| gates resized | 23 | 0 |
| pin swaps | 4 | 1 |
| setup buffers | 1 | 0 |
[cell type report]
class,instances,area [um2]
fillers,410,3150
repair buffers,12,98.8
multi-input cells,11,91.3
well taps,46,57.6
flip-flops and latches,1,15.0
[cell usage in the layout (no fill, tap or decap)]
cell type | Yosys | routed
clkdlybuf4s50_1 | 0 | 3
a31oi_1 | 1 | 1
o21ai_0 | 1 | 1
dlxtn_1 | 1 | 1
dlygate4sd2_1 | 0 | 1
and2_1 | 2 | 2
maj3_1 | 1 | 1
buf_2 | 0 | 3
o32ai_1 | 1 | 1
nor2_1 | 1 | 1
or2_1 | 1 | 1
buf_4 | 0 | 3
nor2b_1 | 1 | 1
xor2_2 | 0 | 2
buf_6 | 0 | 2
[cells by family (layout without fill, tap and decap cells)]
group / after synthesis / in the layout / share of synthesized area [%]
adder cells (fa/ha/maj): 1 / 1 / 11.0
AND-OR/OR-AND: 3 / 3 / 21.9
XOR/XNOR: 2 / 2 / 19.2
latches: 1 / 1 / 16.4
buffers and inverters: 0 / 12 / 0
AND/OR/NAND/NOR: 5 / 5 / 31.5
[final timing paths]
kind / end / slack, ns
max: CarryOut / -0.28
min: CarryOut / 0.94
